### flow/design.v
module Data_Mem( 
    input  wire [31:0]   A,
    input  wire [31:0]   WD,
    input  wire          CLK,
    input  wire          RST,
    input  wire          WE,
    output wire [31:0]   RD,
    output wire [31:0]   test
  );
reg [31:0] MEM [100:0];
integer i ;
always@(posedge CLK or negedge RST)
begin
    if(!RST)
        begin
            for (i=0;i<=100;i=i+1)
                begin
                    MEM[i] <= 0 ;
                end
        end
    else if(WE)
        begin
         MEM[A] <= WD ;
        end
end
assign RD = MEM[A];                                 
assign test = MEM[100];                             
endmodule
### flow/run.sh
#!/bin/bash
# OpenROAD 26Q1-2900-gdf79404cd8, Yosys 0.63+post, stock flow scripts
make -C /OpenROAD-flow-scripts/flow DESIGN_CONFIG=/design/flow/config.mk WORK_HOME=/design/flow/orfs finish
### flow/config.mk
export PLATFORM = sky130hd
export DESIGN_NAME = Data_Mem
export DESIGN_NICKNAME = Data_Mem
export VERILOG_FILES = /design/flow/design.v
export SDC_FILE = /design/flow/constraint.sdc
export NUM_CORES = 4
export LEC_CHECK = 1
export CORE_UTILIZATION = 40
### flow/constraint.sdc
current_design Data_Mem

set clk_period 9.8
set clk_io_pct 0.2

create_clock -name clk0 -period $clk_period [get_ports {CLK}]

set non_clock_inputs [all_inputs -no_clocks]
set_input_delay [expr $clk_period * $clk_io_pct] -clock clk0 $non_clock_inputs
set_output_delay [expr $clk_period * $clk_io_pct] -clock clk0 [all_outputs]
==> flow_summary.json <==
{
  "period_needed_ns": 9.23,
  "most_crowded_layer_after_global_routing": "met2",
  "cts_root_buffer": "sky130_fd_sc_hd__clkbuf_16",
  "status": "finished, final reports clean",
  "setup.worst_path.start_class": "input pin",
  "routed_wire_length_per_instance_um": 49.5,
  "edff_count_synth": 0,
  "area_leader_netlist": "sky130_fd_sc_hd__dfrtp_1",
  "cts_setup_buffers": 0,
  "synthesis.area_per_instance_um2": 13.6,
  "worst-slew-pin-transition_ns": 1.28,
  "report.final.setup_viol": 0,
  "mostFrequentLayoutCell": "sky130_fd_sc_hd__mux2_2",
  "grt.met3_usage_pct": 35.5,
  "drt-pass1-iter-count": 7,
  "worst_path_class_setup": "in -> out",
  "finalClockPeriodUsage_pct": 94.2,
  "grt_remaining_overflow": 0,
  "worst_setup_path_end_kind": "output pin",
  "timing.critical_path.fanout_max": 26,
  "stdcell_area_um2": 162000,
  "total_leakage_power_nw": 78.0,
  "top_area_share_pct": 57.3,
  "primary_ff_master_synth": "sky130_fd_sc_hd__dfrtp_1",
  "totalWireLength_um": 761000,
  "p_switching_mw": 7.69,
  "critPathRequiredTime_ns": 7.84,
  "r2r_start": "MEM[100][12]",
  "switching_share_of_power_pct": 24.8,
  "numPortBuffers": 105,
  "timing.fmax_mhz": 108,
  "post_drt_via_cell_ratio": 7.10,
  "yosys.stat.seqShare_pct": 57.3,
  "area_growth_pct": 15.0,
  "clock_tree_from_tritoncts": "done",
  "maxSlewViolCount": 0,
  "worst-r2r-setup-slack_ns": 8.79,
  "floorplan.die_area_um2": 355000,
  "cts.sink_count": 3232,
  "clk_transition_reported_paths_ns": 0.06,
  "place.detailed.hpwl_um": 468000,
  "placeableCoreArea_um2": 350000,
  "die.size.x_um": 596,
  "rows": 217,
  "largest_registers": "MEM: 3232 flops",
  "drc": 0,
  "drc_violation_total_after_the_first_tritonroute_iteration": 11200,
  "grt_use_met2_pct": 55.4,
  "grt_pass1_vias": 106000,
  "placement.cell_area_um2": 150000,
  "grt_max_degree": 135,
  "gpl.final_weighted_congestion": 1.03,
  "relSlewSlack_pct": 14.7,
  "lay_top_cells": "sky130_fd_sc_hd__mux2_2, sky130_fd_sc_hd__dfrtp_1, sky130_fd_sc_hd__a22oi_1",
  "die_h_um": 596,
  "antenna_violations_before_repair": 96,
  "final-hold-violation-count": 0,
  "internal_dissipation_mw": 23.4,
  "wire_length_of_the_first_global_routing_pass_um": 998000,
  "seq_cells_post_synth": 3232,
  "power_density_nw_per_um2": 191,
  "groute.usage.overall_pct": 44.7,
  "clk_path_buf_depth": 4,
  "detailroute.via_count": 109000,
  "sequentialPowerShare_pct": 48.2,
  "p_clk_share_pct": 44.0,
  "post_synthesis_cell_count_from_yosys": 10400,
  "syn-cell-area_um2": 141000,
  "drv.max_cap_violation_count": 0,
  "holdBufCountCts": 0,
  "ant_nets": 0,
  "io_pins": 131,
  "synth_cell_types": 73,
  "rr_endpoint": "MEM[100][12]",
  "netlist_instances": 10400,
  "postSynth.asyncResetShare_pct": 100,
  "hold_wc_startpoint": "MEM[49][10]",
  "largest_register_ff_count": 3232,
  "drive_gt1_share_pct": 44.3,
  "setup_repair_after_global_routing_missed_its_margin": "false",
  "cts-buffers-inserted": 351,
  "largest-register": "MEM",
  "hold_crit_path_type": "reg -> reg",
  "finalSetupTns_ns": 0,
  "htree_levels": 5,
  "openroad.warnings": 123,
  "cell_area_leaders": "sky130_fd_sc_hd__dfrtp_1, sky130_fd_sc_hd__mux2_2, sky130_fd_sc_hd__a22oi_1",
  "floorplan.initialDensity_pct": 40.3,
  "use_met1_pct": 49.4,
  "worst_min_delay_path_endpoint": "MEM[49][10]",
  "yosys_warnings": 2,
  "combPwrFrac_pct": 7.9,
  "r2r_depth": 1,
  "arrival_ns": 7.27,
  "worst_skew_pair.late_latency_ns": 0.98,
  "clock_skew_ns": 0,
  "worst_hold_path.num_cells": 1,
  "post_cts_resized": 0,
  "vdd_drop_max_v": 0.000151,
  "summed_standard_cell_area_reported_by_yosys_um2": 141000
}
[metal layers]
| metal | share of wire, % | wire length (um) | vias to the layer above |
|---|---|---|---|
| met1 | 33 | 250000 | 56700 |
| met2 | 39 | 295000 | 9545 |
| met3 | 18 | 138000 | 3314 |
| met5 | 0.64 | 4890 | - |
| li1 | - | - | 39300 |
| met4 | 9.5 | 72100 | 153 |
[synthesized netlist by cell type, drive strengths merged (6+ instances only)]
cell type	instances
a21oi	94
or3	6
buf	538
nor4b	6
clkbuf	530
nand4	123
nor3	72
dfrtp	3232
nor4bb	6
mux2i	36
o21ai	42
nand3	66
a2111oi	10
o211ai	14
nand4bb	6
nor2b	13
nand2b	7
mux2	3286
a221oi	101
o2111ai	12
a222oi	104
a22o	148
nor4	85
inv	6
a32oi	23
a22oi	1098
nor2	154
and3	14
or4	19
a31oi	33
o22ai	94
nand2	310
[cells by family (layout without fill, tap and decap cells)]
logic type	count (synthesis)	in the layout	share of synthesized area [%]
XOR/XNOR	1	1	0.00621
flip-flops	3232	3232	57.3
AND-OR/OR-AND	1815	1815	9.79
buffers and inverters	1074	1338	3.05
AND/OR/NAND/NOR	924	924	3.32
other	0	132	0
multiplexers	3322	3322	26.5
[worst max-delay path, stage by stage]
cell and delay (ns):
sky130_fd_sc_hd__buf_2 0.44, sky130_fd_sc_hd__buf_4 0.48, sky130_fd_sc_hd__nand3b_1 0.60, sky130_fd_sc_hd__buf_12 0.40, sky130_fd_sc_hd__nor2_4 0.75, sky130_fd_sc_hd__buf_4 0.75, sky130_fd_sc_hd__a22oi_1 0.22, sky130_fd_sc_hd__nand4_1 0.15
sky130_fd_sc_hd__nor3_1 0.11, sky130_fd_sc_hd__buf_4 0.16, sky130_fd_sc_hd__nand4_1 0.29, sky130_fd_sc_hd__or4_1 0.25, sky130_fd_sc_hd__mux2_2 0.17, sky130_fd_sc_hd__clkdlybuf4s50_1 0.45
[how the worst max path moves through the flow]
stage | startpoint | to | slack, ns | cells after the start
finish | A[6] | RD[17] | 0.57 | 14
CTS | A[0] | RD[8] | 0.96 | 14
global route | A[0] | RD[8] | 0.69 | 14
[metrics by stage]
step                      util, %  power, mW  std cells  hold WS, ns  setup WS [ns]
after detailed placement     42.9       17.6      14600        0.483          0.972
after floorplan                 -       16.4      10400        0.465           3.50
after global routing         46.3       31.8      15300        0.507          0.694
after CTS                    46.2       31.0      15200        0.496          0.964
final                        46.3       31.1      15400        0.498          0.572
after global placement       42.9       17.4      14600        0.475           1.00
[power groups by stage]
stage     sequential [mW]  combinational [mW]  clock, mW
6_report             15.0                2.44       13.6
5_1_grt              15.1                2.56       14.2
4_1_cts              14.9                2.39       13.6
[layout make-up]
type                       count  area [um^2]
fill                       29700       188000
sequential                  3232        80900
multi-input combinational   6062        57500
clock buffer                 534        10600
timing repair buffer         709         6110
tap                         4599         5750
clock inverter                89         1110
antenna                      132          330
inverter                       6         22.5
Power and IR drop assume default switching activity.
